===== run.sh =====
#!/bin/bash
# OpenROAD 26Q1-2900-gdf79404cd8, Yosys 0.63+post, stock flow scripts
make -C /OpenROAD-flow-scripts/flow DESIGN_CONFIG=/design/flow/config.mk WORK_HOME=/design/flow/orfs finish

===== config.mk =====
export PLATFORM = sky130hd
export DESIGN_NAME = srflop_ctr
export DESIGN_NICKNAME = srflop_ctr
export VERILOG_FILES = /design/flow/design.v
export SDC_FILE = /design/flow/constraint.sdc
export NUM_CORES = 4
export LEC_CHECK = 1
export CORE_AREA = 10 10 70 70
export DIE_AREA = 0 0 80 80

===== constraint.sdc =====
current_design srflop_ctr

set clk_period 1.3
set clk_io_pct 0.2

create_clock -name clk0 -period $clk_period [get_ports {clk}]

set non_clock_inputs [all_inputs -no_clocks]
set_input_delay [expr $clk_period * $clk_io_pct] -clock clk0 $non_clock_inputs
set_output_delay [expr $clk_period * $clk_io_pct] -clock clk0 [all_outputs]

===== design.v =====
module srflop_ctr ( clk,
                    reset,
                    start,
                    stop,
                    count
                   );
    input           clk;
    input           reset;
    input           start;
    input           stop;
    output [3:0]    count;
    reg             cnt_en;
    reg [3:0]       count;
    reg             stop_d1;
    reg             stop_d2;
    always @( posedge clk or posedge reset )
        begin
            if ( reset )
                cnt_en <= 1'b0;
            else if ( start )
                cnt_en <= 1'b1;
            else if ( stop )
                cnt_en <= 1'b0;
        end
    always @( posedge clk or posedge reset )
        begin
            if ( reset )
                count <= 4'h0;
            else if ( cnt_en && count == 4'd13 )
                count <= 4'h0;
            else if ( cnt_en )
                count <= count + 1;
        end
    always @( posedge clk or posedge reset )
        begin
            if ( reset )
                begin
                    stop_d1 <= 1'b0;
                    stop_d2 <= 1'b0;
                end
            else
                begin
                    stop_d1 <= stop;
                    stop_d2 <= stop_d1;
                end
        end
endmodule

==> out/metrics.cfg <==
[run_status]
status=complete, no violations

[power]
irDropWorstVdd_mv=0.786
p_leak_nw=0.191
p_switching_mw=0.260
p_seq_share_pct=31.1
total_power_mw=0.789
p_per_area_nw_per_um2=1850
p_int_mw=0.529
switching_share_pct=33.0
p_clk_share_pct=22.4
combPwrFrac_pct=46.5

[yosys]
ys_area_um2=258
yosys_warnings=1
syn_area_um2=258
yosys_cells=26
ys.flops=5
synthTopCellsByArea=dfrtp_1 (49%), ha_1 (9.7%), a21oi_1 (5.8%), o21ai_1 (5.8%), buf_6 (4.4%)
synth.distinct_cells=14
synth_top_area_share_pct=48.5
netlist_instances=26
yosys.stat.seqShare_pct=48.5
top_area_cell=dfrtp_1
synth.avg_cell_area_um2=9.91

[global_route]
grt_overflow=0
grt_usage_pct=2.11
grt_pass1_vias=251
grt_max_degree=9
antenna_found_initial=0
grt_pass1_wl_um=1060

[final_timing]
rsz0062_at_grt=no
fin_hold_ws_ns=0.230
finalClockSkew_ns=0.00299
period_used_pct=95.7
fmaxAchievable_mhz=804
setup_viol=0
hold_viol=0
setup-tns-final_ns=0
period_needed_ns=1.24
final.setup.worst_slack_ns=0.0563
slew_headroom_pct=80.7
worstMarginPinSlew_ns=0.289
drv_slew=0

[clock_tree]
cts_buffer_depth=2
clock-sinks=5
root_buffer=clkbuf_4
path_clk_slew_ns=0.04
cts_tree=yes
cts_hold_buf=0
clk_latency_ns=0.24
cts_buffers=3
htreeDepth=1

[critical_path]
critPathLaunchType=register
crit_required_ns=1.42
crit_path_cell_trace=buf_4 > inv_1 > ha_1 > nand3_1 > nand3b_1 > o21ai_1
path_max_fanout=4
cp-startpoint=count[1]
crit_slowest_cell=dfrtp_1
end_kind=register
worstPathArrival_ns=1.36
critPathKind=reg2reg
r2r-start=count[1]
cpPeakStageDelay_ns=0.38

[route]
drtAntennaViolNets=0
drc=0
wirelength_um=681
drt-wirelength-per-cell_um=7.92
vias=240
n_antenna_cell=0
avgViaCountPerCell=2.79
drtIter0Drc=5
drt_first_pass_iters=4

[floorplanning]
die_w_um=80
ioPinCount=8
die_h_um=80
core_um2=3420
initCoreUtil_pct=7.55
die_area_um2=6400
row_count=21

[flow_run]
drv_cap=0
openroad.warnings=26

[cells_and_area]
syn2layout_area_growth_pct=65.5
drive_above_1_share_pct=25.0
stdcell_count=86

[placement]
place_inst=78
hpwl_um=491
io_buffers=7
post-place-ws_ns=0.0993
routabilityCongestion=0.621

[hold_path]
hold_class=in2async

-- flip-flops by register name, indices dropped and copies added, names as in the netlist --
register	cells
cnt_en	1
count	4
-- cell usage after synthesis --
cell type,count
a21o_2,1
a21oi_1,3
buf_6,1
dfrtp_1,5
ha_1,2
inv_1,3
mux2i_1,1
nand2_1,1
nand2_2,1
nand3_1,1
nand3b_1,1
nand4_1,1
nor2_1,2
o21ai_1,3
-- layer usage --
metal / global-route usage, % / vias to the layer above / share of wire (%)
met5: 0 / - / 0
met4: 0 / 0 / 0
met3: 1.59 / 0 / 7.5
met2: 2.57 / 11 / 37
met1: 3.02 / 114 / 55
li1: - / 115 / -
-- cell families after synthesis --
logic type               synth area share (%)
buffers and inverters                    8.74
AND/OR/NAND/NOR                          14.1
AND-OR/OR-AND                            15.0
flip-flops                               48.5
adder cells (fa/ha/maj)                  9.71
multiplexers                             3.88
-- timing repair --
action | in CTS | in global routing
endpoints found under the hold margin | 0 | 0
setup buffers | 4 | 0
setup endpoints to repair | 4 | 0
resized | 5 | 0
-- power groups by stage --
stage / combinational [mW] / clock, mW / sequential (mW)
CTS: 0.360 / 0.182 / 0.247
global route: 0.400 / 0.196 / 0.254
finish: 0.367 / 0.177 / 0.246
-- path summary, 6_finish.rpt --
check	to	slack [ns]	cells past startpoint
worst max-delay path	count[1]	0.06	6
worst min-delay path	cnt_en	0.23	2
worst max register to register	count[1]	0.06	6
worst min register to register	count[3]	0.57	2
max in group asynchronous	count[0]	0.88	2
min in group clk0	count[3]	0.57	2
-- stage by stage --
| step | instance area, um^2 | util (%) |
|---|---|---|
| after floorplan | 258 | - |
| after global placement | 374 | 11.0 |
| after detailed placement | 374 | 11.0 |
| after CTS | 427 | 12.5 |
| after global routing | 427 | 12.5 |
| final | 427 | 12.5 |
-- cell type report --
cell class / instances / area (um^2)
tap: 46 / 57.6
inverter: 3 / 11.3
sequential: 5 / 126
clock buffer: 4 / 26.3
multi-input combinational: 17 / 110
fill: 400 / 2990
timing repair buffer: 11 / 95.1
-- critical path, delay by kind of cell (launching register included) --
| kind | cells | cell delay, ns |
|---|---|---|
| compound gates | 1 | 0.07 |
| flops | 1 | 0.38 |
| simple gates | 2 | 0.25 |
| fa+ha+maj | 1 | 0.19 |
| buf+inv | 2 | 0.22 |
-- placed cells by master, fill, tap and decap left out, types with 2 or more instances in the layout --
cell             instances
dfrtp_1                  4
dlygate4sd2_1            4
buf_4                    4
inv_1                    3
o21ai_1                  3
a21oi_1                  3
clkbuf_4                 3
clkdlybuf4s50_1          3
nor2_1                   2
ha_1                     2
No activity file was given, so power comes from the tool's default toggle rates.
